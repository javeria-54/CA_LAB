==> config.mk <==
export PLATFORM = sky130hd
export DESIGN_NAME = Register_File
export DESIGN_NICKNAME = Register_File
export VERILOG_FILES = /design/flow/design.v
export SDC_FILE = /design/flow/constraint.sdc
export NUM_CORES = 4
export LEC_CHECK = 1
export CORE_UTILIZATION = 50
==> constraint.sdc <==
current_design Register_File

set clk_period 9.6
set clk_io_pct 0.2

create_clock -name clk0 -period $clk_period [get_ports {clk}]

set non_clock_inputs [all_inputs -no_clocks]
set_input_delay [expr $clk_period * $clk_io_pct] -clock clk0 $non_clock_inputs
set_output_delay [expr $clk_period * $clk_io_pct] -clock clk0 [all_outputs]
==> design.v <==
module Register_File(
    input logic clk,reset,reg_wr,
    input logic [4:0] raddr1,raddr2,waddr,
    input logic [31:0] wdata,
    output logic [31:0] rdata1,rdata2
    ); 
    logic [31:0] registers [0:31];
    always_ff @ (negedge clk or posedge reset) begin
        if (reset) begin
            registers[0] <= 32'd0;
            registers[1] <= 32'd10;
            registers[2] <= 32'd20;
            registers[3] <= 32'd30;
            registers[4] <= 32'd40;
            registers[5] <= 32'd50;
            registers[6] <= 32'd60;
            registers[7] <= 32'd70;
            registers[8] <= 32'd80;
            registers[9] <= 32'd90;
            registers[10] <= 32'd100;
            registers[11] <= 32'd110;
            registers[12] <= 32'd120;
            registers[13] <= 32'd130;
            registers[14] <= 32'd140;
            registers[15] <= 32'd150;
            registers[16] <= 32'd160;
            registers[17] <= 32'd170;
            registers[18] <= 32'd180;
            registers[19] <= 32'd190;
            registers[20] <= 32'd200;
            registers[21] <= 32'd210;
            registers[22] <= 32'd220;
            registers[23] <= 32'd230;
            registers[24] <= 32'd240;
            registers[25] <= 32'd250;
            registers[26] <= 32'd260;
            registers[27] <= 32'd270;
            registers[28] <= 32'd280;
            registers[29] <= 32'd290;
            registers[30] <= 32'd300;
            registers[31] <= 32'd310;
        end
        else begin
            if(reg_wr)  
                registers[waddr] <= wdata;
            registers[0] <= 32'b0;
        end
    end
    always_comb begin
            rdata1 = registers[raddr1];
            rdata2 = registers[raddr2];
        end
    endmodule
==> run.sh <==
#!/bin/bash
# OpenROAD 26Q1-2900-gdf79404cd8, Yosys 0.63+post, stock flow scripts
make -C /OpenROAD-flow-scripts/flow DESIGN_CONFIG=/design/flow/config.mk WORK_HOME=/design/flow/orfs finish
==> results.py <==
# Auto-generated metrics
metrics = {
    "final_timing": {
        "setup_tns_ps": 0,
        "drv_slew": 6,
        "setup_slack_ps": 33.3,
        "worst_clock_skew_ps": 0,
        "max_slew.worst_pin.slew_ps": 1640,
        "final-setup-viol-count": 0,
        "slew_headroom_pct": -10.3,
        "hold_ws_ps": 464,
        "hold_viol_final": 0,
    },
    "route": {
        "wl_per_cell_um": 41.6,
        "totalWireLength_um": 238000,
        "drtIter0Drc": 5529,
        "ant_nets": 0,
        "viasPerCell": 7.64,
        "firstDrtPassIters": 8,
        "drc": 0,
        "dr_total_vias": 43700,
    },
    "synthesis": {
        "top_area_cell": "dfrtn_1",
        "ys_sh_simple_pct": 10.6,
        "area_leaders": "dfrtn_1 44%, mux2_2 22%, a22oi_1 8.2%, dfstp_2 5.8%, and3_1 4.6%",
        "edf_count": 0,
        "syn_inst": 4219,
        "synth_top_area_share_pct": 43.9,
        "syn_avg_cell_area_um2": 11.9,
        "async_flop_share_pct": 100,
        "ys_types": 60,
        "synth_area_um2": 50300,
        "logic_family": "multiplexers",
        "ys_seq_share_pct": 49.7,
        "adder_share_pct": 0,
        "synthTopCellsByCount": "991 x mux2_2, 881 x dfrtn_1, 552 x a22oi_1, 385 x clkbuf_1, 373 x and3_1",
        "top_cell": "mux2_2",
        "ys_chip_area_um2": 50300,
        "yosys.area_share.xor_xnor_pct": 0,
        "yosys.area_share.aoi_pct": 13.5,
        "ys.flops": 992,
        "ys_warn_count": 2,
        "ys_cells": 4219,
        "ys_sh_mux_pct": 22.6,
        "ys.flop_type": "dfrtn_1",
    },
    "placed_design": {
        "portBuffers": 113,
        "placed_area_um2": 54100,
        "dp_hpwl_um": 133000,
        "dpl_worst_slack_ps": 62.0,
        "place_congestion": 1.01,
        "placed_cells": 5391,
    },
    "finish": {
        "stdcell_area_um2": 58800,
        "syn_to_final_growth_pct": 17.0,
        "stdcell_count": 5721,
        "largestRegisters": "registers: 992 flops",
        "largest_reg_flops": 992,
        "regMostFlops": "registers",
        "fin_util_pct": 59.4,
        "layout-drive-gt1-share_pct": 37.5,
    },
    "power": {
        "power_density_nw_per_um2": 211,
        "p_leak_nw": 27.0,
        "power_mw": 12.4,
        "ir_drop_mv": 0.169,
    },
    "cts": {
        "clock_sinks": 992,
        "ctsRootBufferMaster": "clkbuf_16",
        "clock.latency.late_pin_ps": 640,
        "cts_buffers": 111,
        "h-tree-depth": 3,
        "ctsHoldBuffers": 0,
        "cts_tree": "built",
        "cts.clk_slew.worst_paths_ps": 50,
        "clock_path_buffers": 3,
    },
    "global_routing": {
        "antenna_found_initial": 15,
        "grt_use_total_pct": 49.2,
        "grt_overflow": 0,
        "grt_pass1_vias": 42900,
        "grt_pass1_wl_um": 332000,
        "grt_max_degree": 103,
    },
    "worst_setup_path": {
        "cp.arrival_ps": 7650,
        "required_ps": 7680,
        "end_kind": "primary output",
        "start_kind": "register",
        "slowest_delay_ps": 590,
        "critical-path-slowest-cell": "or4_1",
        "worstPathCellList": "and3_1 > a2111oi_1 > nand3_1 > or4_1 > clkdlybuf4s50_1",
        "cp_max_fo": 3,
        "critPathKind": "reg2out",
    },
    "run_status": {
        "status": "finished, violations left",
        "violations": "capacitance limit, slew limit",
    },
    "die": {
        "pin_count": 114,
        "rows": 115,
        "die_area_um2": 102000,
        "fp-utilization_pct": 50.8,
        "die_w_um": 319,
        "fp.dieH_um": 319,
        "coreArea_um2": 99000,
    },
    "run": {
        "drv_cap": 1,
        "warnings": 140,
    },
    "min_path": {
        "holdCritPathClass": "reg2reg",
    },
}
cells by family (layout without fill, tap and decap cells):
kind of cell	Yosys count	after routing
compound gates	849	849
buf+inv	473	677
flops	992	992
mux	1008	1008
other cells	0	11
simple gates	897	897
routing by layer:
metal	track usage, %	wire length [um]	vias up
li1	-	-	16700
met1	63.1	82500	21900
met2	63.2	93800	3965
met4	26.1	17800	23
met3	33.2	43500	1131
met5	4.35	370	-
final cells by class:
type                            instances  area [um^2]
Fill cell                            7899        40200
Sequential cell                       992        25000
Multi-Input combinational cell       2754        24200
Timing Repair Buffer                  351         3600
Clock buffer                          148         3130
Tap cell                             1287         1610
Clock inverter                        172         1290
Antenna cell                           11         27.5
Inverter                                6         26.3
power breakdown:
part / internal (mW) / total [mW] / switching [mW] / leakage [nW]
Clock: 2.89 / 4.88 / 1.99 / 2.57
Sequential: 5.14 / 5.85 / 0.713 / 12.4
Combinational: 0.914 / 1.70 / 0.786 / 12.0
Total: 8.94 / 12.4 / 3.49 / 27.0
worst max-delay path, delay by kind of cell (launching register included):
family,cells,cell delay (ps)
flops,1,360
simple gates,3,850
buf+inv,1,430
compound gates,1,530
what timing repair did:
item                       CTS  global route
hold endpoints to repair     0             0
setup endpoints to repair   22            36
pin swaps                    1             2
setup buffers                0             0
gates resized               34            47
final timing paths:
kind / from / to / slack (ps) / cells past startpoint
worst max-delay path: registers[14][10] / rdata1[10] / 30 / 5
worst min-delay path: registers[14][9] / registers[14][9] / 460 / 1
worst max register to register: registers[2][1] / registers[2][1] / 8700 / 1
worst min register to register: registers[14][9] / registers[14][9] / 460 / 1
max in group asynchronous: reset / registers[17][15] / 1990 / 4
min in group asynchronous: reset / registers[14][20] / 6440 / 2
placed cells by master, fill, tap and decap left out, types with 20 or more instances in the layout:
master	synthesis	final
nand3_1	167	167
a32oi_1	68	68
a2111oi_1	0	24
clkbuf_16	0	114
a222oi_1	47	47
a2111oi_2	0	20
clkdlybuf4s50_1	0	112
inv_1	7	117
and2_2	0	25
nand2_1	42	33
buf_12	1	54
or4_1	60	53
buf_4	3	184
nor2_4	0	26
mux2_2	991	991
a2111oi_0	118	71
dfrtn_1	881	881
nand4_1	86	86
dfstp_2	111	111
a22oi_1	552	552
and3_1	373	372
Power is estimated from default activity; no workload was simulated.
