## ./design.v

```verilog
module ALU(
	input logic [3:0] alu_op,
	input logic [31:0] A,B,
	output logic [31:0] C
);
	always_comb begin
        case (alu_op)
            4'b0000: C = A + B;  
            4'b0001: C = A - B;  
            4'b0010: C = A << B[4:0];  
            4'b0011: C = A >> B[4:0];  
            4'b0100: C = $signed(A) >>> B[4:0];  
            4'b0101: C = ($signed(A) < $signed(B)) ? 1 : 0;  
            4'b0110: C = (A < B) ? 1 : 0;  
            4'b0111: C = A ^ B;  
            4'b1000: C = A | B;  
            4'b1001: C = A & B;  
            4'b1010: C = B;  
            default: C = 32'b0;
        endcase
    end
endmodule
```

## ./run.sh

```bash
#!/bin/bash
# OpenROAD 26Q1-2900-gdf79404cd8, Yosys 0.63+post, stock flow scripts
make -C /OpenROAD-flow-scripts/flow DESIGN_CONFIG=/design/flow/config.mk WORK_HOME=/design/flow/orfs finish
```

## ./config.mk

```make
export PLATFORM = sky130hd
export DESIGN_NAME = ALU
export DESIGN_NICKNAME = ALU
export VERILOG_FILES = /design/flow/design.v
export SDC_FILE = /design/flow/constraint.sdc
export NUM_CORES = 4
export LEC_CHECK = 1
export CORE_UTILIZATION = 50
```

## ./constraint.sdc

```tcl
current_design ALU

set clk_period 28.7
set clk_io_pct 0.2

create_clock -name clk0 -period $clk_period

set non_clock_inputs [all_inputs -no_clocks]
set_input_delay [expr $clk_period * $clk_io_pct] -clock clk0 $non_clock_inputs
set_output_delay [expr $clk_period * $clk_io_pct] -clock clk0 [all_outputs]
```

==> reports/summary.log <==
INFO  run_status     status=finished clean
INFO  setup_path     worstSetupEndpointType=output pin
INFO  finish         num_sequential=0
INFO  grt            grt_pass1_vias=9844
INFO  die            fp-row-count=48
INFO  finish         post_route_cells_drive_above_1_share=8.493%
INFO  final_timing   setup_repair_after_global_routing_missed_its_margin=false
INFO  pwr            power.density_cell_area=19.66nW/µm²
INFO  synthesis      synth_cells=1292
INFO  pwr            p_sw_share=59.50%
INFO  die            fp.dieW=135.9µm
INFO  die            coreArea=17420µm²
INFO  worst_hold_path hold_class=in2out
INFO  final_timing   slew_viol_final=0
INFO  finish         layout.clock_buffers=0
INFO  synthesis      top_area_share=13.95%
INFO  grt            grt_pass1_wl=58660µm
INFO  placed_design  io_buffer_count=100
INFO  setup_path     worstSetupPathType=in2out
INFO  pwr            power.leakage=4.083nW
INFO  setup_path     timing.critical_path.from_type=primary input
INFO  detailed_routing wl_per_cell=25.29µm
INFO  synthesis      yosysSeqAreaShare=0%
INFO  detailed_routing drt-pass1-iter-count=6
INFO  placed_design  place_area=9902µm²
INFO  detailed_routing top_layer_used=met5
INFO  synthesis      syn-cell-area=8969µm²
INFO  detailed_routing n_antenna_cell=0
INFO  detailed_routing route.layer.met1.wl=15790µm
INFO  finish         final.fill_count=1706
INFO  pwr            switchingPower=115.8µW
INFO  final_timing   hold_violations=0
INFO  pwr            pwr-share-seq=0%
INFO  detailed_routing detailroute.wirelength.met3=3795µm
INFO  setup_path     crit_arrival=10.00ns
INFO  grt            grt_use_total=43.37%
INFO  placed_design  dp.final_hpwl=29630µm
INFO  job            warning_count=101
INFO  final_timing   headroom_to_the_max_slew_limit=36.88%
INFO  finish         finish.cell_count_without_fillers=1532
INFO  placed_design  place_congestion=1.041
INFO  synthesis      synth_stat.cells=1292
INFO  synthesis      yosys_area=8969µm²
INFO  finish         seq_area=0µm²
INFO  detailed_routing met2_length=16810µm
INFO  synthesis      yosys-top-cells-area=sky130_fd_sc_hd__ha_1 14%, sky130_fd_sc_hd__mux4_2 11%, sky130_fd_sc_hd__a21oi_1 5.6%
INFO  die            fp_util=51.49%
INFO  detailed_routing via_per_inst=7.040
INFO  final_timing   final_period_minus_worst_setup_slack=15.74ns
INFO  grt            grt_antenna_before_repair=1
INFO  pwr            internal_power=78.84µW
INFO  placed_design  placed_cells=1532
INFO  job            drv_cap=0
INFO  pwr            worst_ir_drop_vdd=18.99µV
INFO  final_timing   setup_viol_count_final=0
INFO  synthesis      ys_types=89
INFO  clocking       post_cts_resized=0
INFO  clocking       cts.repair_timing.setup_buffer_count=0
INFO  detailed_routing remaining_drc_errors=0
INFO  final_timing   finalSetupTns=0ns
INFO  setup_path     worst-endpoint-required=22.96ns
INFO  synthesis      yosysTopAreaCell=sky130_fd_sc_hd__ha_1
INFO  die            die_h=135.9µm
INFO  pwr            pwr-share-clk=0%
INFO  clocking       ctsHoldBuffers=0
INFO  die            fp.dieArea=18480µm²
INFO  final_timing   achievable-frequency=0.06355GHz
INFO  finish         logic_area=8139µm²
INFO  finish         layout-area-overhead-vs-synth=10.41%
INFO  final_timing   fin_crit_sh=54.83%
INFO  grt            maximum_number_of_pins_on_one_net_before_global_route_repair=74
INFO  pwr            share_comb_of_total_power=100.0%
INFO  synthesis      synthesis.area_per_instance=6.942µm²
INFO  final_timing   max_slew.worst_pin.slew=0.9370ns
INFO  die            io_pins=100
INFO  synthesis      synth.yosys.warnings=1
INFO  detailed_routing detailroute.via_count=10790
INFO  setup_path     cp_max_fo=11
INFO  finish         finish.instance_area=9902µm²
INFO  grt            grt.overflow.total=0
INFO  detailed_routing final_antenna_net_count=0
INFO  detailed_routing totalWireLength=38740µm
INFO  detailed_routing first_iter_violations=1066
-- routing by layer --
layer / GRT usage [%] / vias up
li1: - / 4943
met1: 58.32 / 5032
met2: 66.21 / 687
met3: 9.536 / 122
met4: 21.42 / 2
met5: 0 / -
-- stage by stage --
step	total power, mW	worst slack, ns	hold WS, ns	util, %
finish	0.1947	12.96	12.58	56.85
floorplan	0.1185	14.18	11.57	-
CTS	0.1894	13.05	12.59	56.85
global placement	0.1886	13.13	12.57	56.85
detailed placement	0.1882	13.10	12.58	56.85
global route	0.2098	12.77	12.66	56.85
-- cells in the final DEF, fill, tap and decap left out, types with 6 or more instances in the layout --
master	netlist	final
sky130_fd_sc_hd__o221ai_1	11	11
sky130_fd_sc_hd__inv_1	91	91
sky130_fd_sc_hd__nor3_1	21	20
sky130_fd_sc_hd__a22oi_1	20	20
sky130_fd_sc_hd__a221oi_1	19	19
sky130_fd_sc_hd__mux2_2	18	18
sky130_fd_sc_hd__or3_1	6	6
sky130_fd_sc_hd__a211oi_1	22	22
sky130_fd_sc_hd__ha_1	100	100
sky130_fd_sc_hd__mux2i_1	42	42
sky130_fd_sc_hd__nand3_1	29	29
sky130_fd_sc_hd__and3_1	7	7
sky130_fd_sc_hd__mux4_2	42	42
sky130_fd_sc_hd__nand4_1	15	15
sky130_fd_sc_hd__nand2_1	126	126
sky130_fd_sc_hd__nand2b_1	9	9
sky130_fd_sc_hd__nor2_1	133	133
sky130_fd_sc_hd__nor4_1	13	12
sky130_fd_sc_hd__o31a_1	7	7
sky130_fd_sc_hd__a211o_1	7	7
sky130_fd_sc_hd__o21ai_0	94	94
sky130_fd_sc_hd__o31ai_1	11	11
sky130_fd_sc_hd__o21a_1	8	8
sky130_fd_sc_hd__buf_4	5	21
sky130_fd_sc_hd__a31oi_1	17	17
sky130_fd_sc_hd__o22ai_1	12	12
sky130_fd_sc_hd__o2111ai_1	11	11
sky130_fd_sc_hd__a21o_1	19	19
sky130_fd_sc_hd__o21bai_1	12	12
sky130_fd_sc_hd__clkdlybuf4s50_1	0	95
sky130_fd_sc_hd__a221o_1	12	12
sky130_fd_sc_hd__nor2b_1	14	14
sky130_fd_sc_hd__a21oi_1	101	101
sky130_fd_sc_hd__o211ai_1	35	35
-- power groups by stage --
stage / clock network [mW] / logic (mW) / registers (mW)
4_1_cts: 0 / 0.189 / 0
5_1_grt: 0 / 0.210 / 0
6_report: 0 / 0.195 / 0
-- synthesized netlist by cell type (13+ instances only) --
cell and count:
sky130_fd_sc_hd__a211oi_1 22, sky130_fd_sc_hd__a21o_1 19, sky130_fd_sc_hd__a21oi_1 101, sky130_fd_sc_hd__a221oi_1 19, sky130_fd_sc_hd__a22oi_1 20, sky130_fd_sc_hd__a31oi_1 17
sky130_fd_sc_hd__buf_2 37, sky130_fd_sc_hd__clkbuf_1 50, sky130_fd_sc_hd__ha_1 100, sky130_fd_sc_hd__inv_1 91, sky130_fd_sc_hd__mux2_2 18, sky130_fd_sc_hd__mux2i_1 42
sky130_fd_sc_hd__mux4_2 42, sky130_fd_sc_hd__nand2_1 126, sky130_fd_sc_hd__nand3_1 29, sky130_fd_sc_hd__nand4_1 15, sky130_fd_sc_hd__nor2_1 133, sky130_fd_sc_hd__nor2b_1 14
sky130_fd_sc_hd__nor3_1 21, sky130_fd_sc_hd__nor4_1 13, sky130_fd_sc_hd__o211ai_1 35, sky130_fd_sc_hd__o21ai_0 94
-- worst max-delay path: stages --
cell	delay (ns)
sky130_fd_sc_hd__clkdlybuf4s50_1	0.68
sky130_fd_sc_hd__inv_1	0.11
sky130_fd_sc_hd__ha_1	0.45
sky130_fd_sc_hd__nor3b_1	0.19
sky130_fd_sc_hd__a2111oi_0	0.66
sky130_fd_sc_hd__nor4b_2	0.48
sky130_fd_sc_hd__a211oi_2	0.18
sky130_fd_sc_hd__o31ai_2	0.43
sky130_fd_sc_hd__mux2_2	0.39
sky130_fd_sc_hd__a221o_1	0.29
sky130_fd_sc_hd__clkdlybuf4s50_1	0.40
-- path summary, 6_finish.rpt --
path / startpoint / to / slack (ns) / cells after the start
hold / removal: B[11] / C[11] / 12.58 / 4
setup / recovery: A[5] / C[19] / 12.96 / 11
-- area by class of cell --
cell class | instances | area share, %
timing repair buffer | 120 | 11.40
tap | 225 | 2.843
inverter | 94 | 3.563
multi-input combinational | 1093 | 82.20
-- kinds of logic (layout without fill, tap and decap cells) --
family,after synthesis,count (layout),share of synthesized area (%)
simple gates,403,403,21.16
xor+xnor,4,4,0.3906
fa+ha+maj,102,102,14.40
buf+inv,199,214,9.445
mux,104,104,18.08
compound gates,480,480,36.52
Power and IR drop assume default switching activity.
